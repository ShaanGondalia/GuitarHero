### flow/constraint.sdc
current_design seven_segment

set clk_period 11.0
set clk_io_pct 0.2

create_clock -name clk0 -period $clk_period [get_ports {clk_in}]

set non_clock_inputs [all_inputs -no_clocks]
set_input_delay [expr $clk_period * $clk_io_pct] -clock clk0 $non_clock_inputs
set_output_delay [expr $clk_period * $clk_io_pct] -clock clk0 [all_outputs]
### flow/design.v
module bcd_to_seven_seg (input [3:0] val_in, output [6:0] led_out);
    wire bcd0, bcd1, bcd2, bcd3, bcdd4, bcd5, bcd6, bcd7, bcd8, bcd9;
    assign bcd0 = ~val_in[3] & ~val_in[2] & ~val_in[1] & ~val_in[0];
    assign bcd1 = ~val_in[3] & ~val_in[2] & ~val_in[1] & val_in[0];
    assign bcd2 = ~val_in[3] & ~val_in[2] & val_in[1] & ~val_in[0];
    assign bcd3 = ~val_in[3] & ~val_in[2] & val_in[1] & val_in[0];
    assign bcd4 = ~val_in[3] & val_in[2] & ~val_in[1] & ~val_in[0];
    assign bcd5 = ~val_in[3] & val_in[2] & ~val_in[1] & val_in[0];
    assign bcd6 = ~val_in[3] & val_in[2] & val_in[1] & ~val_in[0];
    assign bcd7 = ~val_in[3] & val_in[2] & val_in[1] & val_in[0];
    assign bcd8 = val_in[3] & ~val_in[2] & ~val_in[1] & ~val_in[0];
    assign bcd9 = val_in[3] & ~val_in[2] & ~val_in[1] & val_in[0];
    assign led_out[6] = bcd1 | bcd4;
    assign led_out[5] = bcd5 | bcd6;
    assign led_out[4] = bcd2;
    assign led_out[3] = bcd1 | bcd4 | bcd7;
    assign led_out[2] = bcd1 | bcd3 | bcd4 | bcd5 | bcd7 | bcd9;
    assign led_out[1] = bcd1 | bcd2 | bcd3 | bcd7;
    assign led_out[0] = bcd0 | bcd1 | bcd7;
endmodule
module bin2bcd(
   input [13:0] bin,
   output reg [15:0] bcd
   );
    integer i;
    always @(bin) begin
        bcd=0;	 	
        for (i=0;i<14;i=i+1) begin					 
            if (bcd[3:0] >= 5) 
                bcd[3:0] = bcd[3:0] + 3;		 
            if (bcd[7:4] >= 5) 
                bcd[7:4] = bcd[7:4] + 3;
            if (bcd[11:8] >= 5) 
                bcd[11:8] = bcd[11:8] + 3;
            if (bcd[15:12] >= 5) 
                bcd[15:12] = bcd[15:12] + 3;
            bcd = { bcd[14:0], bin[13-i] };				 
        end
    end
endmodule
module seven_segment(input clk_in, 
                     input rst_in, 
                     input [31:0] score,  
                     input [13:0] speed,
                     input [13:0] level,
                     output [7:0] cat_out,  
                     output [7:0] an_out);
    reg [7:0] segment_state = 8'b00000001;
    reg [31:0] segment_counter = 32'd0;
    reg [3:0] routed_vals;
    wire [6:0] led_out;
    wire [15:0] bcd_low;
    wire [15:0] bcd_level;
    wire [15:0] bcd_speed;
    bin2bcd bintobcdlow(score[13:0], bcd_low);
    bin2bcd bintobcdlevel(level, bcd_level);
    bin2bcd bintobcdspeed(speed, bcd_speed);
    bcd_to_seven_seg my_converter (.val_in(routed_vals),.led_out(led_out));
    assign cat_out = {1'b1, led_out};  
    assign an_out = ~segment_state;
    always @(posedge clk_in) begin
        if (rst_in)begin
            segment_state = 8'b00000001;
        end else begin
            segment_state = {segment_state[6:0],segment_state[7]};
        end
        case(segment_state)
            8'b00000001:   routed_vals = bcd_low[3:0];
            8'b00000010:   routed_vals = bcd_low[7:4];
            8'b00000100:   routed_vals = bcd_low[11:8];
            8'b00001000:   routed_vals = bcd_low[15:12];
            8'b00010000:   routed_vals = bcd_speed[3:0];
            8'b00100000:   routed_vals = bcd_speed[7:4];
            8'b01000000:   routed_vals = bcd_level[3:0];
            8'b10000000:   routed_vals = bcd_level[7:4];
            default:   routed_vals = bcd_low[3:0];
        endcase
    end
endmodule
### flow/run.sh
#!/bin/bash
# OpenROAD 26Q1-2900-gdf79404cd8, Yosys 0.63+post, stock flow scripts
make -C /OpenROAD-flow-scripts/flow DESIGN_CONFIG=/design/flow/config.mk WORK_HOME=/design/flow/orfs finish
### flow/config.mk
export PLATFORM = sky130hd
export DESIGN_NAME = seven_segment
export DESIGN_NICKNAME = seven_segment
export VERILOG_FILES = /design/flow/design.v
export SDC_FILE = /design/flow/constraint.sdc
export NUM_CORES = 4
export LEC_CHECK = 1
export CORE_UTILIZATION = 30
==> commit_impl_results.txt <==
Refresh implementation metrics

- Worst endpoint data arrival time: 10.91 ns
- The finished layout holds between 2k and 2.5k standard cells, fillers aside.
* Clock transition time at the flip-flop clock pins of the worst setup and hold paths: ~0.04 ns
- Per the detail_route log, met3 wirelength is 909 um.
* Number of DRC markers in iteration 0: between 800 and 900
- The clock reaches the later pin of the worst-skew pair after 0.24 ns.
- The number of antenna violations at the first check in global routing is 0.
- The clock passes through at most 2 buffers.
* Met2 wire length: approximately 14 mm
- After detailed routing, the average wire length per cell comes to 13.2 um.
* Met1 wire length: about 15 mm
- STA lists the maximum fanout along the critical path as 7.
- After synthesis the cells add up to 10100 um2.
- Yosys reported that registers with async set or reset make up 0%.
- Detailed routing inserted a total of approximately 13k vias.
* Type of origin of the critical path: input pin
- Tally of unique sky130hd cells used after synthesis: 122
* Placed wire-length estimate after detailed placement: 22.7 mm
* Wire length after detailed routing: approximately 30 mm
- The worst setup path is of the in -> reg kind.
- Per the STA report, the cell with the highest stage delay on the worst path is or4_4.
- Number of diodes: 0
- In this run the mean area of a mapped cell was 6.83 um2.
- The via count of the first global-routing pass came to 11.2k.
- By count the netlist is led by nor2_1 (137), inv_1 (103), a21oi_1 (97).
- Die height: 186 um
* Area share of the largest cell type after synthesis: approximately 7.6%
- Per the Yosys statistics, synthesis produced 1479 cells.
- The main area contributors are ha_1 (7.6%), nor2_1 (5.1%), a21oi_1 (4.8%), inv_1 (3.8%), nand2_1 (3.5%).
- Crit path capture type: register
- Cell with the most instances after synthesis: nor2_1
- Std-Cell Rows: 66
- Headroom to the max-slew limit came out at 45.4%.
- Number of buffers created by CTS: 3
- RSZ-0062 raised after global routing: yes
- Reg2reg start: segment_state[7]$_DFF_P_
- Most repeated library cell on the critical path: ha_2
- Post-route DRC violation count: 0
- The root buffer cell chosen for the clock tree is clkbuf_16.
- Slew of the pin with the lowest slew margin: 0.798 ns
- The chip area line in the Yosys stat output reads a little over 10000 um2.
* Run status: finished clean
* Post-Route Skew: about 0.0033 ns
- For this design, the CTS-stage hold fixing added 0 buffers.
* Ports: 78
* Total of flip-flops plus latches after synthesis: 12
* Final period util: 98.2%
* Area of the chip: approximately 34000 um2
* Wire length of the first global-routing pass: slightly above 50 mm
* Reg-to-reg endpoint: routed_vals[2]$_DFF_P_
- CTS built an H-tree with a depth of 1.
* Min-Delay Startpoint: segment_state[0]$_DFF_P_
- Max-slew violation count: 0
* Proportion of layout cells with a drive suffix above 1: 35.3%
* Final Hold Fails: 0
* Core Region: 32900 um2
- The detailed router used layers up to and including met4.
- Sink of the worst hold path: segment_state[1]$_DFF_P_
- Setup violations remaining at the end of the flow were counted as 0.
* Post-Place Cells: roughly 2.2k
- Number of instances in the synthesized netlist: between 1k and 1.5k
* Weighted congestion at the end of routability-driven global placement: 0.907
- Number of cells on the worst reg-to-reg path: 12
- Tracing the worst setup path back leads to its startpoint at level[11].
- Main flop type after synthesis: dfxtp_1
- Req. time, crit path: 11.10 ns
- Sinks on the clock net: 12
- The timing report gives the worst reg2reg path a setup slack of around 8.1 ns.
* GRT Total Usage: 17.0%
- GRT overflow: 0
* Tally of buffers added on design ports: 58
- Worst hold path stage count: 2
- The biggest area contributor in the post-synthesis netlist is ha_1.
- Final Hold Slack: 0.494 ns
- Worst min path class: reg -> reg
- Maximum clock frequency: 92.5 MHz
- Final-layout setup total negative slack: 0 ns
- According to the report, the first pass of detailed routing completed in 5 iterations.
* Maximum capacitance violations: 0
* Drt via density: around 5.6
- TritonCTS clock tree: done
- Final antenna-violating net count: 0
* Number of warning messages in the logs: 58
- Minimum clock period after layout: 10.81 ns
- Crit path largest cell delay: 0.55 ns
- The share of the Yosys chip area taken by registers is between 2 and 2.5%.
* Width of the die: 186 um
- Count of library flops with an enable pin: 0
* FP Util: 30.8%
- Counting the warning lines in the Yosys log gives 3.
* Layout Area Growth over Synthesis: 47.1%
* Maximum number of pins on one net before global-route repair: 23
## metal layers
layer,GRT usage (%),vias up
met1,25.3,5866
li1,-,6512
met3,0.658,21
met2,27.8,259
met5,0,-
met4,2.20,0
## repair_timing
action                                  in CTS  in global routing
setup buffers                               36                 33
endpoints found under the setup margin       4                  4
resized                                     65                125
pin swaps                                   44                 89
gates cloned                                 0                  0
## flip-flops by register name (all words and copies together) (netlist names)
signal and count:
routed_vals 4, segment_state 8
## per-stage QoR
| step | setup WS (ns) | area (um2) | util [%] |
|---|---|---|---|
| finish | 0.195 | 14900 | 45.2 |
| global route | -0.270 | 14900 | 45.2 |
| global placement | -0.702 | 13500 | 41.0 |
| detailed placement | -0.801 | 13500 | 41.0 |
| floorplan | -0.463 | 10400 | - |
| CTS | 0.0324 | 14100 | 42.9 |
## final cells by class
cell class	count	area [um2]
flip-flops and latches	12	240
fillers	3141	18000
well taps	442	553
multi-input cells	1284	10200
repair buffers	423	3360
inverters	114	448
clock buffers	4	88.8
## cells by family after synthesis
logic type / share of synthesized area [%]
buffers and inverters: 7.14
XOR/XNOR: 4.15
AND-OR/OR-AND: 44.4
adder cells (fa/ha/maj): 7.55
AND/OR/NAND/NOR: 27.4
other: 0.0371
flip-flops: 2.38
multiplexers: 6.92
## worst max path at each step
stage     slack [ns]                      to
6_report        0.19  routed_vals[2]$_DFF_P_
5_1_grt        -0.27  routed_vals[2]$_DFF_P_
4_1_cts         0.03  routed_vals[1]$_DFF_P_
## worst max-delay path, delay by kind of cell
family / cells / cell delay [ns]
AOI/OAI and AO/OA: 18 / 3.21
xor gates and xnor gates: 2 / 0.35
adders and majority gates: 10 / 1.86
buffers and inverters: 3 / 0.32
muxes: 2 / 0.36
and+or+nand+nor: 13 / 2.59
## cell usage in the layout, fill, tap and decap left out, drive strengths merged, types with 13 or more instances in the layout
| cell type | netlist | layout |
|---|---|---|
| a311oi | 13 | 13 |
| a21o | 26 | 26 |
| a22oi | 13 | 13 |
| a2111oi | 13 | 13 |
| and2 | 21 | 21 |
| a32oi | 14 | 14 |
| o21ai | 84 | 84 |
| a31oi | 24 | 24 |
| mux2 | 24 | 24 |
| clkdlybuf4s50 | 0 | 52 |
| buf | 18 | 369 |
| nor2b | 14 | 14 |
| or3 | 24 | 24 |
| a211oi | 27 | 27 |
| a21oi | 102 | 102 |
| or2 | 13 | 13 |
| o21a | 18 | 18 |
| nand2 | 94 | 94 |
| nor3 | 58 | 58 |
| xnor2 | 34 | 34 |
| nand3 | 59 | 59 |
| o22ai | 16 | 16 |
| a221oi | 16 | 16 |
| inv | 107 | 107 |
| o211ai | 31 | 31 |
| nand4 | 21 | 21 |
| nand2b | 37 | 37 |
| mux2i | 34 | 34 |
| a32o | 13 | 13 |
| o31ai | 13 | 13 |
| ha | 61 | 61 |
| nor2 | 142 | 142 |
