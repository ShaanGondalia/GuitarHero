`flow/design.v`:
```
module cla_32(A, B, Cin, S, Cout, And, Or);
    input [31:0] A, B;
    input Cin;
    output [31:0] S, And, Or;
    output Cout;
    wire [31:0] test;
    wire P0, P1, P2, P3, G0, G1, G2, G3, C8, C16, C24, C32;
    cla_8 block0(.A(A[7:0]), .B(B[7:0]), .Cin(Cin),
                 .S(S[7:0]), .G(And[7:0]), .P(Or[7:0]), .Gout(G0), .Pout(P0));
    wire w1;
    and w_1(w1, P0, Cin);
    or c8(C8, w1, G0);
    cla_8 block1(.A(A[15:8]), .B(B[15:8]), .Cin(C8),
                 .S(S[15:8]), .G(And[15:8]), .P(Or[15:8]), .Gout(G1), .Pout(P1));
    wire w2, w3;
    and w_2(w2, P1, G0);
    and w_3(w3, P1, P0, Cin);
    or c16(C16, w2, w3, G1);
    cla_8 block2(.A(A[23:16]), .B(B[23:16]), .Cin(C16),
                 .S(S[23:16]), .G(And[23:16]), .P(Or[23:16]), .Gout(G2), .Pout(P2));
    wire w4, w5, w6;
    and w_4(w4, P2, G1);
    and w_5(w5, P2, P1, G0);
    and w_6(w6, P2, P1, P0, Cin);
    or c24(C24, w4, w5, w6, G2);
    cla_8 block3(.A(A[31:24]), .B(B[31:24]), .Cin(C24),
                 .S(S[31:24]), .G(And[31:24]), .P(Or[31:24]), .Gout(G3), .Pout(P3));
    wire w7, w8, w9, w10;
    and w_7(w7, P3, G2);
    and w_8(w8, P3, P2, G1);
    and w_9(w9, P3, P2, P1, G0);
    and w_10(w10, P3, P2, P1, P0, Cin);
    or c32(C32, w7, w8, w9, w10, G3);
    assign Cout = C32;
endmodule
module cla_8(A, B, Cin, S, G, P, Gout, Pout);
    input [7:0] A, B;
    input Cin;
    output [7:0] S, G, P;
    output Gout, Pout;
    wire [7:0] C;
    and g0(G[0], A[0], B[0]);
    and g1(G[1], A[1], B[1]);
    and g2(G[2], A[2], B[2]);
    and g3(G[3], A[3], B[3]);
    and g4(G[4], A[4], B[4]);
    and g5(G[5], A[5], B[5]);
    and g6(G[6], A[6], B[6]);
    and g7(G[7], A[7], B[7]);
    or p0(P[0], A[0], B[0]);
    or p1(P[1], A[1], B[1]);
    or p2(P[2], A[2], B[2]);
    or p3(P[3], A[3], B[3]);
    or p4(P[4], A[4], B[4]);
    or p5(P[5], A[5], B[5]);
    or p6(P[6], A[6], B[6]);
    or p7(P[7], A[7], B[7]);
    assign C[0] = Cin;
    xor s0(S[0], A[0], B[0], C[0]);
    wire w1;
    and w_1(w1, P[0], C[0]);
    or c1(C[1], w1, G[0]);
    xor s1(S[1], A[1], B[1], C[1]);
    wire w2, w3;
    and w_2(w2, P[1], G[0]);
    and w_3(w3, P[1], P[0], C[0]);
    or c2(C[2], w2, w3, G[1]);
    xor s2(S[2], A[2], B[2], C[2]);
    wire w4, w5, w6;
    and w_4(w4, P[2], G[1]);
    and w_5(w5, P[2], P[1], G[0]);
    and w_6(w6, P[2], P[1], P[0], C[0]);
    or c3(C[3], w4, w5, w6, G[2]);
    xor s3(S[3], A[3], B[3], C[3]);
    wire w7, w8, w9, w10;
    and w_7(w7, P[3], G[2]);
    and w_8(w8, P[3], P[2], G[1]);
    and w_9(w9, P[3], P[2], P[1], G[0]);
    and w_10(w10, P[3], P[2], P[1], P[0], C[0]);
    or c4(C[4], w7, w8, w9, w10, G[3]);
    xor s4(S[4], A[4], B[4], C[4]);
    wire w11, w12, w13, w14, w15;
    and w_11(w11, P[4], G[3]);
    and w_12(w12, P[4], P[3], G[2]);
    and w_13(w13, P[4], P[3], P[2], G[1]);
    and w_14(w14, P[4], P[3], P[2], P[1], G[0]);
    and w_15(w15, P[4], P[3], P[2], P[1], P[0], C[0]);
    or c5(C[5], w11, w12, w13, w14, w15, G[4]);
    xor s5(S[5], A[5], B[5], C[5]);
    wire w16, w17, w18, w19, w20, w21;
    and w_16(w16, P[5], G[4]);
    and w_17(w17, P[5], P[4], G[3]);
    and w_18(w18, P[5], P[4], P[3], G[2]);
    and w_19(w19, P[5], P[4], P[3], P[2], G[1]);
    and w_20(w20, P[5], P[4], P[3], P[2], P[1], G[0]);
    and w_21(w21, P[5], P[4], P[3], P[2], P[1], P[0], C[0]);
    or c6(C[6], w16, w17, w18, w19, w20, w21, G[5]);
    xor s6(S[6], A[6], B[6], C[6]);
    wire w22, w23, w24, w25, w26, w27, w28;
    and w_22(w22, P[6], G[5]);
    and w_23(w23, P[6], P[5], G[4]);
    and w_24(w24, P[6], P[5], P[4], G[3]);
    and w_25(w25, P[6], P[5], P[4], P[3], G[2]);
    and w_26(w26, P[6], P[5], P[4], P[3], P[2], G[1]);
    and w_27(w27, P[6], P[5], P[4], P[3], P[2], P[1], G[0]);
    and w_28(w28, P[6], P[5], P[4], P[3], P[2], P[1], P[0], C[0]);
    or c7(C[7], w22, w23, w24, w25, w26, w27, w28, G[6]);
    xor s7(S[7], A[7], B[7], C[7]);
    wire w29, w30, w31, w32, w33, w34, w35;
    and w_29(w29, P[7], G[6]);
    and w_30(w30, P[7], P[6], G[5]);
    and w_31(w31, P[7], P[6], P[5], G[4]);
    and w_32(w32, P[7], P[6], P[5], P[4], G[3]);
    and w_33(w33, P[7], P[6], P[5], P[4], P[3], G[2]);
    and w_34(w34, P[7], P[6], P[5], P[4], P[3], P[2], G[1]);
    and w_35(w35, P[7], P[6], P[5], P[4], P[3], P[2], P[1], G[0]);
    or g_out(Gout, w29, w30, w31, w32, w33, w34, w35, G[7]);
    and p_out(Pout, P[7], P[6], P[5], P[4], P[3], P[2], P[1], P[0]);
endmodule
```
`flow/run.sh`:
```
#!/bin/bash
# OpenROAD 26Q1-2900-gdf79404cd8, Yosys 0.63+post, stock flow scripts
make -C /OpenROAD-flow-scripts/flow DESIGN_CONFIG=/design/flow/config.mk WORK_HOME=/design/flow/orfs finish
```
`flow/config.mk`:
```
export PLATFORM = sky130hd
export DESIGN_NAME = cla_32
export DESIGN_NICKNAME = cla_32
export VERILOG_FILES = /design/flow/design.v
export SDC_FILE = /design/flow/constraint.sdc
export NUM_CORES = 4
export LEC_CHECK = 1
export CORE_UTILIZATION = 30
```
`flow/constraint.sdc`:
```
current_design cla_32

set clk_period 8.3
set clk_io_pct 0.2

create_clock -name clk0 -period $clk_period

set non_clock_inputs [all_inputs -no_clocks]
set_input_delay [expr $clk_period * $clk_io_pct] -clock clk0 $non_clock_inputs
set_output_delay [expr $clk_period * $clk_io_pct] -clock clk0 [all_outputs]
```
==> impl_metrics.ini <==
; physical design summary
[outcome]
result_of_the_run = finished, final reports clean

[floorplanning]
floorplan.core_area_mm2 = 0.00683
rows = 30
die_height_um = 86.4
core_util_floorplan_pct = 31.2
die.size.x_um = 86.4
floorplan.die_area_mm2 = 0.00746
floorplan.io_pins = 162

[logic_synthesis]
avgSynthCellArea_um2 = 7.44
synth.top_cells.by_area = sky130_fd_sc_hd__ha_1 (38%), sky130_fd_sc_hd__inv_1 (18%), sky130_fd_sc_hd__xnor2_1 (7.4%)
synthesis.instances = 287
mapped_cell_area_mm2 = 0.00213
top_area_cell = sky130_fd_sc_hd__ha_1
yosys_warnings = 0
synth_unique_cells = 41
synth_stat.cells = 287
ys_seq_share_pct = 0
synth.yosys.chip_area_mm2 = 0.00213
yosys.area.top_type_share_pct = 37.5

[cells_and_area]
n_clock_buffer = 0
fin_util_pct = 56.7
n_fill_cell = 657
area_growth_pct = 81.6
proportion_of_layout_cells_with_a_drive_suffix_above_1_pct = 3.34
finalInstanceArea_mm2 = 0.00388
sequential_cell_total = 0
ff_latch_area_um2 = 0

[setup_path]
critical_path_arrival_ns = 5.04
start_kind = input pin
cp_common_cell = sky130_fd_sc_hd__clkdlybuf4s50_1
timing.critical_path.cells = clkdlybuf4s50_1, inv_1, ha_1, nand2b_4, a221oi_2, o311ai_1, o21ba_4, a21oi_4, o41a_4, o31ai_4, a21oi_1, fa_1, xnor2_1, clkdlybuf4s50_1
crit_required_ns = 6.64
crit_path_top_delay_cell = sky130_fd_sc_hd__clkdlybuf4s50_1
endpoint_kind = output port
cp_max_fo = 6
timing.critical_path.slowest_cell_delay_ns = 0.48
worstSetupPathType = in2out

[place]
place.port_buffers = 162
dp_hpwl_um = 5540
place_area_mm2 = 0.00388
globalplace.congestion = 0.773

[timing]
timing.final.max_slew_violations = 0
unrepaired_setup_endpoints_after_global_routing = false
max-slew-margin-rel_pct = 67.6
finalWorstPathRequiredPeriod_ns = 6.70
fin_tns_setup_ns = 0
tightest_slew_ns = 0.482
final-setup-viol-count = 0
maxClockFrequency_ghz = 0.149
finalHoldViolations = 0
worst_hold_slack_ns = 4.33
finalCritPeriodShare_pct = 80.7

[power]
leakagePower_nw = 1.89
power.total_w = 0.000248
max-vdd-ir-drop_mv = 0.0329
power_per_cell_area_mw_per_mm2 = 63.9

[clocking]
ctsResizeCount = 0
cts_setup_buffers = 0
cts_hold_buf = 0

[route]
antenna-diode-count = 0
avgRoutedWirePerCell_um = 11.2
routed_wirelength_um = 6090
drt_first_pass_iters = 5
avgViaCountPerCell = 4.33
detail_route.iter0.violations = 30
via_count_of_the_routed_design = 2358
post-route-drc-count = 0
ant_nets = 0

[grt]
grt_start_max_net_pins = 7
grt_first_pass_wirelength_um = 9570
antenna_found_initial = 0
grt_overflow_total = 0
grt_util_all_layers_pct = 15.9
grt_pass1_vias = 2240

[min_path]
hold_path.startpoint = B[26]
holdCritPathClass = in2out
min_to = And[26]
holdPathStages = 3

[flow_run]
drv.max_cap_violation_count = 0
count_of_tool_warnings = 68
-- Yosys cell counts, drive strengths merged --
library cell	instances
nand2b	2
or2	2
nor4	3
a31oi	2
o311ai	2
o21ba	3
xor2	9
ha	64
fa	4
a211o	1
a21boi	1
o221ai	2
xnor2	18
nor2b	3
a211oi	1
nor3	5
o21ai	4
o21bai	4
nor2	14
a311oi	1
nand3	4
inv	104
o2111ai	1
a221o	1
o31ai	4
and2	1
o41a	1
a21oi	17
or4b	1
a221oi	3
nand2	5
-- stage by stage --
stage,instances,worst slack [ns]
3_3_place_gp,545,1.63
6_report,545,1.60
5_1_grt,545,1.43
2_1_floorplan,287,2.75
4_1_cts,545,1.58
3_5_place_dp,545,1.60
-- critical path: cells and delay by family --
| family | cells | cell delay, ns |
|---|---|---|
| XOR/XNOR | 1 | 0.14 |
| adder cells (fa/ha/maj) | 2 | 0.61 |
| AND-OR/OR-AND | 7 | 1.46 |
| buffers and inverters | 3 | 1.01 |
| AND/OR/NAND/NOR | 1 | 0.15 |
-- metal layers --
metal / global-route usage [%] / routed length (um)
met1: 18.0 / 2340
met2: 29.6 / 2910
met3: 6.38 / 839
met4: 0 / 0
met5: 0 / 0
-- kinds of logic after synthesis --
family,share of synthesized area [%]
adder cells (fa/ha/maj),41.3
AND/OR/NAND/NOR,10.1
AND-OR/OR-AND,19.2
XOR/XNOR,11.1
buffers and inverters,18.3
-- cell usage in the layout (no fill, tap or decap), types with 4 or more instances in the layout --
cell type and n:
sky130_fd_sc_hd__nor3_1 4, sky130_fd_sc_hd__xor2_1 9, sky130_fd_sc_hd__a21oi_1 14, sky130_fd_sc_hd__nor2_1 13, sky130_fd_sc_hd__o21ai_0 4, sky130_fd_sc_hd__o21bai_1 4, sky130_fd_sc_hd__xnor2_1 18, sky130_fd_sc_hd__nand2_1 5
sky130_fd_sc_hd__inv_1 104, sky130_fd_sc_hd__ha_1 64, sky130_fd_sc_hd__nand3_1 4, sky130_fd_sc_hd__fa_1 4, sky130_fd_sc_hd__clkdlybuf4s50_1 162
-- worst max path at each step --
| stage | startpoint | to | cells after the start |
|---|---|---|---|
| after CTS | A[5] | S[25] | 14 |
| after global routing | A[0] | S[25] | 14 |
| final | A[5] | S[25] | 14 |
-- final cells by class --
| cell class | count | area [um2] | area share (%) |
|---|---|---|---|
| inverter | 104 | 390 | 10.1 |
| multi-input combinational | 183 | 1740 | 45.0 |
| tap | 96 | 120 | 3.10 |
| timing repair buffer | 162 | 1620 | 41.8 |
-- power by group --
| group | leakage, nW | total (W) | switching, W | internal, W |
|---|---|---|---|---|
| Combinational | 1.89 | 0.000248 | 0.0000838 | 0.000164 |
| Sequential | 0 | 0 | 0 | 0 |
| Clock | 0 | 0 | 0 | 0 |
| Total | 1.89 | 0.000248 | 0.0000838 | 0.000164 |
Power figures rest on the tool's default switching activity, not on a simulated workload.
