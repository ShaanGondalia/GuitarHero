### /design/flow/config.mk
export PLATFORM = sky130hd
export DESIGN_NAME = RAMVGA
export DESIGN_NICKNAME = RAMVGA
export VERILOG_FILES = /design/flow/design.v
export SDC_FILE = /design/flow/constraint.sdc
export NUM_CORES = 4
export LEC_CHECK = 1
export CORE_UTILIZATION = 50
### /design/flow/constraint.sdc
current_design RAMVGA

set clk_period 14.7
set clk_io_pct 0.2

create_clock -name clk0 -period $clk_period [get_ports {clk}]

set non_clock_inputs [all_inputs -no_clocks]
set_input_delay [expr $clk_period * $clk_io_pct] -clock clk0 $non_clock_inputs
set_output_delay [expr $clk_period * $clk_io_pct] -clock clk0 [all_outputs]
### /design/flow/design.v
`timescale 1ns / 1ps
module RAMVGA #( parameter DATA_WIDTH = 8, ADDRESS_WIDTH = 8, DEPTH = 256, MEMFILE = "") (
    input wire                     clk,
    input wire                     wEn,
    input wire [ADDRESS_WIDTH-1:0] addr,
    input wire [DATA_WIDTH-1:0]    dataIn,
    output reg [DATA_WIDTH-1:0]    dataOut);
    reg[DATA_WIDTH-1:0] MemoryArray[0:DEPTH-1];
    initial begin
        if(MEMFILE > 0) begin
            $readmemh(MEMFILE, MemoryArray);
        end
    end
    always @(posedge clk) begin
        if(wEn) begin
            MemoryArray[addr] <= dataIn;
        end else begin
            dataOut <= MemoryArray[addr];
        end
    end
endmodule
### /design/flow/run.sh
#!/bin/bash
# OpenROAD 26Q1-2900-gdf79404cd8, Yosys 0.63+post, stock flow scripts
make -C /OpenROAD-flow-scripts/flow DESIGN_CONFIG=/design/flow/config.mk WORK_HOME=/design/flow/orfs finish
==> report_table.html <==
<p>Metrics extracted from the flow reports.</p>
<table>
<tr><th>Metric</th><th>Value</th></tr>
<tr><th colspan="2">Route</th></tr>
<tr><td>Via total after detailed routing</td><td>37.2k</td></tr>
<tr><td>Wire length per cell</td><td>32.2 µm</td></tr>
<tr><td>DRC violations left</td><td>0</td></tr>
<tr><td>Number of vias per cell after detailed routing</td><td>6.26</td></tr>
<tr><td>Violation count after the first detailed-route iteration</td><td>2533</td></tr>
<tr><td>Routed wire length</td><td>191000 µm</td></tr>
<tr><td>Initial DRT Pass Iterations</td><td>5</td></tr>
<tr><td>Final antenna-violating net count</td><td>0</td></tr>
<tr><th colspan="2">Setup path</th></tr>
<tr><td>Highest net fanout along the worst path</td><td>52</td></tr>
<tr><td>Cell family with the largest share of critical-path delay</td><td>buffers and inverters</td></tr>
<tr><td>Data arrival time of the critical path</td><td>7830 ps</td></tr>
<tr><td>Worst Setup Path Type</td><td>in2reg</td></tr>
<tr><td>Most frequent CP cell</td><td>sky130_fd_sc_hd__buf_4</td></tr>
<tr><td>Critical Path Source Type</td><td>primary input</td></tr>
<tr><td>R2R Path End</td><td>dataOut[2]</td></tr>
<tr><td>Setup slack of the most critical reg-to-reg path</td><td>11570 ps</td></tr>
<tr><td>Number of cells on the critical path</td><td>9</td></tr>
<tr><td>Worst Setup End Kind</td><td>flop</td></tr>
<tr><td>Standard cell with the maximum stage delay on the critical path</td><td>sky130_fd_sc_hd__o41ai_1</td></tr>
<tr><td>Number of buffers and inverters on the critical path</td><td>4</td></tr>
<tr><td>Crit path required time</td><td>15200 ps</td></tr>
<tr><td>Crit path largest cell delay</td><td>1190 ps</td></tr>
<tr><td>Setup crit start</td><td>addr[0]</td></tr>
<tr><td>Worst reg2reg path depth</td><td>5</td></tr>
<tr><td>Critical Path End</td><td>dataOut[2]</td></tr>
<tr><td>Origin of the critical flop-to-flop path</td><td>MemoryArray[188][2]</td></tr>
<tr><td>Crit-path cells</td><td>buf_8 &gt; buf_4 &gt; buf_4 &gt; buf_4 &gt; mux4_2 &gt; a22oi_1 &gt; a21oi_1 &gt; o41ai_1 &gt; nand4_1</td></tr>
<tr><th colspan="2">STA</th></tr>
<tr><td>Post-layout period usage</td><td>49.9%</td></tr>
<tr><td>Final critical-path setup slack</td><td>approximately 7400 ps</td></tr>
<tr><td>Actual slew at the worst max-slew pin</td><td>1380 ps</td></tr>
<tr><td>Unrepaired setup endpoints after global routing</td><td>no</td></tr>
<tr><td>Maximum operating frequency</td><td>136 MHz</td></tr>
<tr><td>Final setup TNS</td><td>0 ps</td></tr>
<tr><td>Post-route clock skew</td><td>around 25 ps</td></tr>
<tr><td>Final critical delay including setup and external delays</td><td>7330 ps</td></tr>
<tr><td>Final Hold Vio Count</td><td>0</td></tr>
<tr><td>Relative slew slack</td><td>7.07%</td></tr>
<tr><td>Final number of setup-violating endpoints</td><td>0</td></tr>
<tr><td>Fin. max-slew vios</td><td>0</td></tr>
<tr><th colspan="2">Global route</th></tr>
<tr><td>Total global routing track utilization</td><td>28.0%</td></tr>
<tr><td>Maximum number of pins on one net before global-route repair</td><td>88</td></tr>
<tr><td>Via count of the first global-routing pass</td><td>roughly 42k</td></tr>
<tr><td>Initial antenna violation count</td><td>0</td></tr>
<tr><td>Gr ovfl total</td><td>0</td></tr>
<tr><td>Wire length of the first global-routing pass</td><td>281000 µm</td></tr>
<tr><th colspan="2">Status</th></tr>
<tr><td>Status</td><td>complete, no violations</td></tr>
<tr><th colspan="2">Run</th></tr>
<tr><td>Max-cap violations</td><td>0</td></tr>
<tr><td>Tool warnings</td><td>26</td></tr>
<tr><th colspan="2">Pwr</th></tr>
<tr><td>Gate power share</td><td>between 4 and 5%</td></tr>
<tr><td>Switching Power</td><td>2.49 mW</td></tr>
<tr><td>Worst voltage drop across the vdd grid</td><td>0.141 mV</td></tr>
<tr><td>Fraction of power consumed by the clock network</td><td>41.6%</td></tr>
<tr><td>Leakage Power</td><td>approximately 27 nW</td></tr>
<tr><td>Flop pwr share</td><td>53.9%</td></tr>
<tr><td>Power Internal</td><td>9.52 mW</td></tr>
<tr><td>P per Cell Area</td><td>about 140 nW/µm²</td></tr>
<tr><td>Switch share</td><td>between 20% and 30%</td></tr>
<tr><th colspan="2">Placed design</th></tr>
<tr><td>Instance area at placement</td><td>81700 µm²</td></tr>
<tr><td>Number of buffer cells added on primary ports</td><td>25</td></tr>
<tr><td>Pre-CTS worst setup slack</td><td>6470 ps</td></tr>
<tr><td>Placer congestion estimate</td><td>0.889</td></tr>
<tr><td>Dpl hpwl</td><td>116000 µm</td></tr>
<tr><th colspan="2">Synthesis</th></tr>
<tr><td>Yosys warning count</td><td>1</td></tr>
<tr><td>Cell area after synthesis</td><td>78500 µm²</td></tr>
<tr><td>Number of distinct library cells after synthesis</td><td>20</td></tr>
<tr><td>Chip area estimate from yosys synthesis</td><td>between 70000 and 80000 µm²</td></tr>
<tr><td>Number of cells in the yosys synthesis report</td><td>~3.5k</td></tr>
<tr><td>Leading cell types by total area after synthesis</td><td>sky130_fd_sc_hd__edfxtp_1 (79%), sky130_fd_sc_hd__mux4_2 (15%), sky130_fd_sc_hd__a22oi_1 (2.4%), sky130_fd_sc_hd__nor2_1 (1.1%), sky130_fd_sc_hd__a21oi_1 (0.82%)</td></tr>
<tr><td>Sequential cell area fraction in the yosys report</td><td>78.6%</td></tr>
<tr><td>Share of the synthesized area in the top cell type</td><td>78.6%</td></tr>
<tr><td>Post-Syn Instances</td><td>~3.5k</td></tr>
<tr><td>Synthesized flop and latch total</td><td>2056</td></tr>
<tr><td>Mean post-synth cell area</td><td>~22 µm²</td></tr>
<tr><td>Post-synthesis cell type with the largest combined area</td><td>sky130_fd_sc_hd__edfxtp_1</td></tr>
<tr><th colspan="2">Clock network</th></tr>
<tr><td>Reg clk slew, reported paths</td><td>approximately 60 ps</td></tr>
<tr><td>Maximum clock insertion buffer count</td><td>3</td></tr>
<tr><td>H-tree levels</td><td>4</td></tr>
<tr><td>TritonCTS sink count</td><td>just over 2k</td></tr>
<tr><td>Hold bufs inserted after CTS</td><td>0</td></tr>
<tr><td>Clock latency reported for the late side of the worst-skew pair</td><td>830 ps</td></tr>
<tr><td>Post-cts repair resize count</td><td>0</td></tr>
<tr><td>Total setup buffers inserted after CTS</td><td>0</td></tr>
<tr><td>TritonCTS clock tree</td><td>yes</td></tr>
<tr><td>Root buffer cell</td><td>sky130_fd_sc_hd__clkbuf_16</td></tr>
<tr><td>Number of clock buffers inserted by TritonCTS</td><td>199</td></tr>
<tr><th colspan="2">Layout</th></tr>
<tr><td>Count of filler cells inserted in the layout</td><td>11.0k</td></tr>
<tr><td>Layout cells sized above 1</td><td>25.3%</td></tr>
<tr><td>Area of all sequential standard cells</td><td>61700 µm²</td></tr>
<tr><td>Comb gate area</td><td>between 15000 and 20000 µm²</td></tr>
<tr><td>Layout area overhead</td><td>12.3%</td></tr>
<tr><td>Total non-filler cell area in the finished layout</td><td>88200 µm²</td></tr>
<tr><th colspan="2">Floorplanning</th></tr>
<tr><td>Core Box Area</td><td>156000 µm²</td></tr>
<tr><td>Die Y-Extent</td><td>398 µm</td></tr>
<tr><td>Number of placement rows</td><td>145</td></tr>
<tr><td>Io pins</td><td>26</td></tr>
<tr><td>Floorplan utilization</td><td>50.3%</td></tr>
<tr><td>Die X-Extent</td><td>398 µm</td></tr>
<tr><td>Chip area</td><td>approximately 160000 µm²</td></tr>
<tr><th colspan="2">Min path</th></tr>
<tr><td>Hold Path Class</td><td>reg2reg</td></tr>
</table>
## power by group through the flow
stage	Sequential, mW	Combinational [mW]	Clock [mW]
final	6.47	0.538	5.00
after global routing	6.47	0.580	5.29
after CTS	6.47	0.545	5.09
## how the worst min path moves through the flow
stage	start	end	slack, ps	depth (start not counted)
final	MemoryArray[21][4]	dataOut[4]	1010	5
after global routing	MemoryArray[18][7]	dataOut[7]	1050	5
after CTS	MemoryArray[21][4]	dataOut[4]	1030	5
## flip-flops by register name, indices dropped and copies added (netlist names)
signal,cells
MemoryArray,2048
dataOut,8
## synthesized netlist by cell type
library cell	count
sky130_fd_sc_hd__a21oi_1	128
sky130_fd_sc_hd__a22oi_1	256
sky130_fd_sc_hd__and2_1	3
sky130_fd_sc_hd__buf_1	31
sky130_fd_sc_hd__buf_2	34
sky130_fd_sc_hd__buf_4	10
sky130_fd_sc_hd__buf_6	15
sky130_fd_sc_hd__clkbuf_1	140
sky130_fd_sc_hd__edfxtp_1	2056
sky130_fd_sc_hd__inv_1	1
sky130_fd_sc_hd__mux4_2	512
sky130_fd_sc_hd__nand2_1	25
sky130_fd_sc_hd__nand2b_1	5
sky130_fd_sc_hd__nand3_1	17
sky130_fd_sc_hd__nand4_1	9
sky130_fd_sc_hd__nor2_1	234
sky130_fd_sc_hd__nor2b_1	8
sky130_fd_sc_hd__nor3_1	27
sky130_fd_sc_hd__o41ai_1	32
sky130_fd_sc_hd__or2_2	2
## final cells by class
cell class / count / area share [%]
Tap cell: 2058 / 2.92
Inverter: 1 / 0.00426
Sequential cell: 2056 / 70.0
Antenna cell: 1 / 0.00284
Clock buffer: 237 / 5.86
Clock inverter: 131 / 1.45
Timing Repair Buffer: 192 / 1.79
Multi-Input combinational cell: 1258 / 17.9
## metrics by stage
stage / utilization [%] / instances / hold slack [ps] / power (mW)
floorplan: - / 3545 / 896 / 6.88
global placement: 52.3 / 5564 / 1010 / 7.13
global route: 56.5 / 5933 / 1050 / 12.3
CTS: 56.5 / 5933 / 1030 / 12.1
detailed placement: 52.4 / 5565 / 1010 / 7.14
finish: 56.5 / 5934 / 1010 / 12.0
## per-layer routing
| layer | vias up | GRT usage (%) | routed length (µm) |
|---|---|---|---|
| met5 | - | 0.515 | 95 |
| met4 | 4 | 6.28 | 5740 |
| met3 | 324 | 21.1 | 32100 |
| met2 | 2411 | 40.3 | 91200 |
| met1 | 19000 | 36.6 | 62000 |
| li1 | 15400 | - | - |
## cells by family after synthesis
family                 count (synthesis)  share of synthesized area [%]
and+or+nand+nor                      330                           1.73
DFF                                 2056                           78.6
muxes                                512                           14.7
AOI/OAI and AO/OA                    416                           3.62
buffers and inverters                231                           1.35
## cells in the final DEF, fill, tap and decap left out, drive strengths merged
cell,n
a21oi,128
a22oi,256
and2,3
buf,169
bufinv,21
clkbuf,245
clkdlybuf4s50,15
clkinv,99
clkinvlp,6
diode,1
edfxtp,2056
inv,6
mux4,512
nand2,25
nand2b,5
nand3,17
nand4,9
nor2,234
nor2b,8
nor3,27
o41ai,32
or2,2
## tightest hold or removal path: cells and delay by family, from the launching register on
kind / cells / cell delay, ps
AOI/OAI and AO/OA: 3 / 280
DFF: 1 / 310
muxes: 1 / 220
and+or+nand+nor: 1 / 80
No activity file was given, so power comes from the tool's default toggle rates.
